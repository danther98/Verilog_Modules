<file path="./run.sh">
#!/bin/bash
# OpenROAD 26Q1-2900-gdf79404cd8, Yosys 0.63+post, stock flow scripts
make -C /OpenROAD-flow-scripts/flow DESIGN_CONFIG=/design/flow/config.mk WORK_HOME=/design/flow/orfs finish
</file>
<file path="./config.mk">
export PLATFORM = sky130hd
export DESIGN_NAME = CLA16
export DESIGN_NICKNAME = CLA16
export VERILOG_FILES = /design/flow/design.v
export SDC_FILE = /design/flow/constraint.sdc
export NUM_CORES = 4
export LEC_CHECK = 1
export CORE_AREA = 10 10 70 70
export DIE_AREA = 0 0 80 80
</file>
<file path="./constraint.sdc">
current_design CLA16

set clk_period 9.0
set clk_io_pct 0.2

create_clock -name clk0 -period $clk_period

set non_clock_inputs [all_inputs -no_clocks]
set_input_delay [expr $clk_period * $clk_io_pct] -clock clk0 $non_clock_inputs
set_output_delay [expr $clk_period * $clk_io_pct] -clock clk0 [all_outputs]
</file>
<file path="./design.v">
module CLA4(S,Co,X,Y,Cin); 
input[3:0] X,Y;
input Cin;
output [3:0] S;
output Co;
wire p0,p1,p2,p3,g0,g1,g2,g3,c1,c2,c3,c4;
assign p0=(X[0]^Y[0]),
p1=(X[1]^Y[1]),
p2=(X[2]^Y[2]),
p3=(X[3]^Y[3]);
assign g0=(X[0]&Y[0]),
g1=(X[1]&Y[1]),
g2=(X[2]&Y[2]),
g3=(X[3]&Y[3]);
assign c0=Cin,
c1=g0|(p0&Cin),
c2=g1|(p1&g0)|(p1&p0&Cin),
c3=g2|(p2&g1)|(p2&p1&g0)|(p1&p1&p0&Cin),
c4=g3|(p3&g2)|(p3&p2&g1)|(p3&p2&p1&g0)|(p3&p2&p1&p0&Cin);
assign S[0]=p0^c0,
S[1]=p1^c1,
S[2]=p2^c2,
S[3]=p3^c3;
assign Co=c4;
endmodule 
module CLA16(S,Co,X,Y,Cin);
  input [15:0] X; 
  input [15:0] Y; 
  input Cin; 
  output [15:0] S; 
  output Co;   
  wire [3:0] C;
  CLA4 F0_3(S[3:0] , C[1] , X[3:0] , Y[3:0] , Cin);
  CLA4 F4_7(S[7:4] , C[2] , X[7:4] , Y[7:4] , C[1]);
  CLA4 F8_11(S[11:8] , C[3] , X[11:8] , Y[11:8] , C[2]);
  CLA4 F12_15(S[15:12] , Co , X[15:12] , Y[15:12] , C[3]);
endmodule
</file>
==> impl_metrics.env <==
# flow metrics
export IMPL_tool_warnings=32
export IMPL_core_sq_mm=0.00342
export IMPL_initial_utilization=0.222
export IMPL_vdd_drop_max_uv=25.1
export IMPL_grt_usage=0.0661
export IMPL_wirelength_microns=2260
export IMPL_grt_ovfl_total=0
export IMPL_rsz0062_at_grt="false"
export IMPL_ys_sh_adder=0.370
export IMPL_gp_congestion=0.801
export IMPL_relSlewSlack=0.798
export IMPL_yosys_cell_types_count=30
export IMPL_cts_resized_gates=0
export IMPL_critPathRequiredTime_ps=7200
export IMPL_post_cts_setup_buffers=0
export IMPL_synthesis_area_sq_um=757
export IMPL_seqCellArea_sq_um=0
export IMPL_critPathLaunchType="primary input"
export IMPL_final_cells=181
export IMPL_max_freq_mhz=160
export IMPL_min_period_over_period=0.695
export IMPL_rows=21
export IMPL_via_per_inst=4.45
export IMPL_cp_cell_sequence="clkdlybuf4s50_1 > ha_1 > a21o_1 > a21oi_2 > a21o_1 > and2_1 > o21ai_0 > fa_1 > xor2_1 > clkdlybuf4s50_1"
export IMPL_dr_pass1_iters=4
export IMPL_drive_above_1_share=0.0593
export IMPL_setup_viol=0
export IMPL_final_util=0.382
export IMPL_slew_violations=0
export IMPL_io_pins=50
export IMPL_hold_class="primary input to primary output"
export IMPL_antenna_found_initial=0
export IMPL_cp_slowest_cell="clkdlybuf4s50_1"
export IMPL_crit_arrival_ps=4450
export IMPL_clkbuf_count=0
export IMPL_yosys_stat_seqShare=0
export IMPL_grt_first_pass_wirelength_microns=3620
export IMPL_die_x_microns=80
export IMPL_critPathMaxStageDelay_ps=480
export IMPL_flops=0
export IMPL_grt_max_degree=8
export IMPL_synth_warnings=1
export IMPL_power_density_mw_per_mm2=72.7
export IMPL_antenna_cells=0
export IMPL_dp_cells=181
export IMPL_portBuffers=50
export IMPL_chipArea_sq_mm=0.00640
export IMPL_synth_simple_area_share=0.112
export IMPL_critPathMaxFanout=4
export IMPL_xor_area_frac=0.116
export IMPL_fin_ws_ps=2750
export IMPL_yosys_area_sq_um=757
export IMPL_postCtsHoldBufs=0
export IMPL_remaining_drc_errors=0
export IMPL_worstSetupPathType="primary input to primary output"
export IMPL_leakagePower_nw=0.543
export IMPL_wl_per_cell_microns=12.5
export IMPL_post_synth_cell_area_avg_sq_um=8.80
export IMPL_num_vias=806
export IMPL_syn2layout_area_growth_pct=72.2
export IMPL_die_h_microns=80
export IMPL_hold_violations=0
export IMPL_drtIter0Drc=23
export IMPL_ys_sh_mux=0
export IMPL_maxCapViolCount=0
export IMPL_synthCells=86
export IMPL_status="complete, no violations"
export IMPL_end_kind="primary output"
export IMPL_setup_tns_final_ps=0
export IMPL_ant_nets=0
export IMPL_grt_pass1_vias=735
export IMPL_yosys_cells=86
export IMPL_period_needed_ps=6250
export IMPL_top_logic_kind="adder cells"
export IMPL_tightest_slew_ps=303
export IMPL_dpl_worst_slack_ps=2750
export IMPL_aoi_share=0.352
export IMPL_dpl_hpwl_microns=2080
==> power breakdown <==
group	internal [mW]	switching [mW]	total, mW	leakage (nW)
Combinational	0.0614	0.0333	0.0947	0.543
Clock	0	0	0	0
Sequential	0	0	0	0
Total	0.0614	0.0333	0.0947	0.543
==> critical path: cells and delay by family <==
kind,cells,cell delay [ps]
compound gates,4,670
xor+xnor,1,170
fa+ha+maj,2,740
buf+inv,2,890
simple gates,1,180
==> through the flow <==
stage                     area [sq um]  hold slack [ps]  power (mW)
after global placement            1300             4690      0.0957
final                             1300             4690      0.0947
after detailed placement          1300             4700      0.0965
after CTS                         1300             4700      0.0970
after floorplan                    757             3710      0.0411
after global routing              1300             4750       0.106
==> synthesized netlist by cell type <==
cell type | number | area (sq um)
and2_1 | 1 | 6.26
a311oi_1 | 1 | 8.76
a2111oi_2 | 1 | 15.0
or2_1 | 1 | 6.26
xnor2_1 | 6 | 52.6
a31oi_4 | 2 | 42.5
a31oi_1 | 3 | 18.8
ha_1 | 16 | 200
nor3_1 | 2 | 10.0
a21o_1 | 8 | 60.1
nand4b_1 | 1 | 8.76
a21oi_1 | 7 | 35.0
a211oi_2 | 1 | 12.5
a21o_4 | 1 | 15.0
xor2_1 | 4 | 35.0
nor2b_1 | 1 | 6.26
buf_6 | 1 | 11.3
fa_1 | 4 | 80.1
inv_1 | 6 | 22.5
o311a_1 | 1 | 10.0
a21oi_2 | 1 | 8.76
o22ai_2 | 1 | 12.5
o21ai_0 | 4 | 20.0
nand3_1 | 2 | 10.0
a211oi_1 | 1 | 7.51
nand2_1 | 3 | 11.3
nand4_1 | 2 | 12.5
nor2_1 | 2 | 7.51
or3_1 | 1 | 6.26
inv_2 | 1 | 3.75
==> cell families (layout without fill, tap and decap cells) <==
family,after synthesis,in the layout
simple gates,16,16
fa+ha+maj,20,20
buf+inv,8,57
xor+xnor,10,10
compound gates,32,32
==> cell usage in the layout (no fill, tap or decap), types with 3 or more instances in the layout <==
master / n
a21oi_1: 7
clkdlybuf4s50_1: 50
fa_1: 4
a31oi_1: 3
o21ai_0: 4
xor2_1: 4
ha_1: 16
nand2_1: 3
a21o_1: 8
inv_1: 6
xnor2_1: 6
==> per-layer routing <==
| layer | vias up | global-route usage | part of all wire |
|---|---|---|---|
| met3 | 0 | 0.0227 | 0.11 |
| met5 | - | 0 | 0 |
| met1 | 339 | 0.0923 | 0.49 |
| met4 | 0 | 0 | 0 |
| met2 | 39 | 0.102 | 0.39 |
| li1 | 428 | - | - |
==> area by class of cell <==
cell class / count / area, sq um
fill: 347 / 2110
tap: 46 / 57.6
multi-input combinational: 78 / 719
inverter: 7 / 26.3
timing repair buffer: 50 / 500
==> worst paths after layout <==
kind / from / depth (start not counted) / slack, ps / endpoint
hold / removal: Y[0] / 5 / 4690 / S[0]
setup / recovery: X[2] / 10 / 2750 / S[13]
Power and IR drop assume default switching activity.
