<file path="flow/run.sh">
#!/bin/bash
# OpenROAD 26Q1-2900-gdf79404cd8, Yosys 0.63+post, stock flow scripts
make -C /OpenROAD-flow-scripts/flow DESIGN_CONFIG=/design/flow/config.mk WORK_HOME=/design/flow/orfs finish
</file>
<file path="flow/config.mk">
export PLATFORM = sky130hd
export DESIGN_NAME = mux_16to1
export DESIGN_NICKNAME = mux_16to1
export VERILOG_FILES = /design/flow/design.v
export SDC_FILE = /design/flow/constraint.sdc
export NUM_CORES = 4
export LEC_CHECK = 1
export CORE_AREA = 10 10 114 114
export DIE_AREA = 0 0 124 124
</file>
<file path="flow/constraint.sdc">
current_design mux_16to1

set clk_period 4.0
set clk_io_pct 0.2

create_clock -name clk0 -period $clk_period

set non_clock_inputs [all_inputs -no_clocks]
set_input_delay [expr $clk_period * $clk_io_pct] -clock clk0 $non_clock_inputs
set_output_delay [expr $clk_period * $clk_io_pct] -clock clk0 [all_outputs]
</file>
<file path="flow/design.v">
module mux_16to1 (
input [15:0] inA,
input [15:0] inB,
input [15:0] inC,
input [15:0] inD,
input [15:0] inE,
input [15:0] inF,
input [15:0] inG,
input [15:0] inH,
input [15:0] inI,
input [15:0] inJ,
input [15:0] inK,
input [15:0] inL,
input [15:0] inM,
input [15:0] inN,
input [15:0] inO,
input [15:0] inP,
input [3:0] sel,
output reg [15:0] out,
input res
);
always @(sel) begin
case (sel)
4'b0000: out = inA;
4'b0001: out = inB;
4'b0010: out = inC;
4'b0011: out = inD;
4'b0100: out = inE;
4'b0101: out = inF;
4'b0110: out = inG;
4'b0111: out = inH;
4'b1000: out = inI;
4'b1001: out = inJ;
4'b1010: out = inK;
4'b1011: out = inL;
4'b1100: out = inM;
4'b1101: out = inN;
4'b1110: out = inO;
4'b1111: out = inP;
endcase
if (res == 1) begin
out = 16'd0;
end
end
endmodule
</file>
==> job_summary.md <==
## PnR job results

| Metric | Value |
|---|---|
| Hold worst-path end | out[7] |
| Post-cts gate resize count | 0 |
| Peak VDD IR | 0.0493 mV |
| Die Area | roughly 15000 sq um |
| Init Core Util | approximately 24% |
| Flip-flops | 0 |
| Status | completed |
| Final HPWL DP | about 15000 um |
| Final Power | ~0.56 mW |
| Via-to-Cell Ratio | 5.55 |
| Min-Delay Path Class | input port to output port |
| Kind of start point of the critical path | input port |
| Gate Count Post-Synth | between 300 and 400 |
| PortBufs | ~280 |
| Relative slew margins | 50.6% |
| Top cell excl fill/tap | clkdlybuf4s50_1 |
| Synth Seq Share | 0% |
| Site row count | 37 |
| Largest net degree at the start of global routing | 28 |
| YS chip area | between 2000 and 3000 sq um |
| Arr. time, crit path | about 3 ns |
| MaxCap Viol Count | 0 |
| Final GP Congestion | just over 1 |
| CORE AREA | roughly 10000 sq um |
| Syn Area/Cell | 7.19 sq um |
| Stage-log warning count | 32 |
| Hold WS | approximately 2.6 ns |
| First-pass GRT wire length | 26000 um |
| Setup slack after layout | 0.108 ns |
| Routed Wire Length | 18000 um |
| Worst-Margin Slew | roughly 0.72 ns |
| CP Class | input port to output port |
| Fmax | 0.257 GHz |
| Setup-failing EPs final | 0 |
| Initial antenna violation count | 0 |
| Setup WS pre-CTS | approximately 0.09 ns |
| PD cells | about 100 nW/um^2 |
| Share of layout cells above drive strength 1 | 7.24% |
| Leakage | 2.09 nW |
| Ports | 277 |
| Post-CTS setup buffer count | 0 |
| Die H | between 100 and 150 um |
| Worst path required time | approximately 3.2 ns |
| All-Layer GR Usage | between 20% and 30% |
| P&R area growth vs syn | 118% |
| Routed len/inst | roughly 24 um |
| Hold wc startpoint | inA[7] |
| Final Max Slew Viols | 0 |
| Number of global-route vias before repair | between 4000 and 5000 |
| Die W | 124 um |
| Netlist cell types | ~51 |
| Initial DRC count | approximately 340 |
| FF/Latch Area | 0 sq um |
| Layout clock buffers | 0 |
| Tcrit/Tclk final | 97.3% |
| Synthesized cell area | roughly 2500 sq um |
| Gr ovfl total | 0 |
| Ys cells | ~350 |
| RSZ-0062 raised after global routing | no |
| CTS Hold Bufs | 0 |
| Setup TNS | 0 ns |
| Residual DRC count | 0 |
| Minimum clock period | around 3.9 ns |
| Worst Path Max Fanout | 19 |
| Hold Crit Depth | 4 |
| ANT cells | 0 |
| Top cells excl fill/tap | clkdlybuf4s50_1, a22o_1, a21oi_1, o21ai_0, and3b_1 |
| Via count | around 4100 |
| DRT antenna net count | 0 |
| Synth Warn # | 1 |
| Hold Fails Final Rpt | 0 |
| Crit path capture type | output port |
| DR pass1 iterations | 6 |
-- critical path, cell delays in order --
cell and delay, ns:
clkdlybuf4s50_1 0.59, buf_12 0.19, nor3b_2 0.06, buf_4 0.17, a22o_1 0.23, a222oi_1 0.47
a21oi_1 0.14, clkdlybuf4s50_1 0.44
-- metal layers --
layer	global-route usage, %	share of wire (%)	vias up
met5	0	0	-
met4	2.23	1.1	0
met3	7.07	10	14
met2	36.9	48	234
met1	27.4	40	1916
li1	-	-	1964
-- synth_stat cells, drive strengths merged (9+ instances only) --
| cell type | count | area share, % |
|---|---|---|
| a22o | 37 | 13 |
| a21oi | 36 | 7.2 |
| buf | 28 | 7.0 |
| o21ai | 28 | 5.6 |
| and3b | 25 | 8.7 |
| clkbuf | 19 | 2.9 |
| a32oi | 14 | 4.9 |
| mux2i | 14 | 5.6 |
| nand2b | 14 | 3.5 |
| a32o | 13 | 5.2 |
| a222oi | 12 | 4.8 |
| a211o | 11 | 3.8 |
| a21boi | 11 | 3.3 |
| nor2 | 10 | 1.6 |
| mux2 | 9 | 4.0 |
-- per-stage QoR --
step / util, % / std cells / area (sq um)
final: 52.5 / 744 / 5460
after floorplan: - / 349 / 2510
after detailed placement: 52.4 / 744 / 5460
after CTS: 52.4 / 744 / 5460
after global routing: 52.5 / 744 / 5460
after global placement: 52.4 / 744 / 5460
-- where the power goes --
part / internal, mW / switching (mW)
clock: 0 / 0
sequential: 0 / 0
combinational: 0.367 / 0.196
total: 0.367 / 0.196
-- logic make-up (layout without fill, tap and decap cells) --
family	count (synthesis)	after routing	synth area share (%)
muxes	23	23	9.62
AOI/OAI and AO/OA	194	194	58.0
and+or+nand+nor	80	80	21.7
buffers and inverters	52	311	10.7
-- worst max path at each step --
| stage | cells past startpoint | slack [ns] | to | start |
|---|---|---|---|---|
| after CTS | 8 | 0.09 | out[8] | sel[2] |
| after global routing | 8 | 0.01 | out[8] | sel[2] |
| final | 8 | 0.11 | out[8] | sel[2] |
-- final cells by class --
cell class         instances  area (sq um)
fillers                 1022          4950
multi-input cells        297          2240
repair buffers           306          3030
well taps                136           170
inverters                  5          18.8
Power figures rest on the tool's default switching activity, not on a simulated workload.
