**/design/flow/design.v**
```verilog
module Multiplier (a,b,result);
input [15:0] a,b;
output [31:0] result;
reg [31:0] a_temp;
reg [31:0] q_temp;
integer i;
always @(a,b)
        begin
a_temp ={16'b0,a[15:0]}; 
q_temp = 32'b0;
for(i=0;i<16;i=i+1)
            begin
if(b[i] == 1)
    q_temp=q_temp+a_temp; 
else
        q_temp=q_temp;
        a_temp={a_temp[30:0],1'b0}; 
            end
        end
assign result=q_temp[31:0];
endmodule
```
**/design/flow/run.sh**
```bash
#!/bin/bash
# OpenROAD 26Q1-2900-gdf79404cd8, Yosys 0.63+post, stock flow scripts
make -C /OpenROAD-flow-scripts/flow DESIGN_CONFIG=/design/flow/config.mk WORK_HOME=/design/flow/orfs finish
```
**/design/flow/config.mk**
```make
export PLATFORM = sky130hd
export DESIGN_NAME = Multiplier
export DESIGN_NICKNAME = Multiplier
export VERILOG_FILES = /design/flow/design.v
export SDC_FILE = /design/flow/constraint.sdc
export NUM_CORES = 4
export LEC_CHECK = 1
export CORE_UTILIZATION = 40
```
**/design/flow/constraint.sdc**
```tcl
current_design Multiplier

set clk_period 63.8
set clk_io_pct 0.2

create_clock -name clk0 -period $clk_period

set non_clock_inputs [all_inputs -no_clocks]
set_input_delay [expr $clk_period * $clk_io_pct] -clock clk0 $non_clock_inputs
set_output_delay [expr $clk_period * $clk_io_pct] -clock clk0 [all_outputs]
```
==> impl_metrics.json <==
{
  "drive_above_1_share_pct": 6.41,
  "vias": 16733,
  "min_period_ns": 50.10,
  "first_pass_iters": 6,
  "route.detailed.drc": 0,
  "track_usage_pct": 28.4,
  "largest_area_cell": "ha_1",
  "setup_slack_ns": 13.70,
  "highest_layer": "met5",
  "worstSetupPathType": "primary input to primary output",
  "avgSynthCellArea_um2": 6.92,
  "tightest_slew_ns": 0.909,
  "viasPerCell": 6.10,
  "num_rows": 71,
  "ctsHoldBuffers": 0,
  "syn_area_um2": 15200,
  "gp_congestion": 0.995,
  "cap_viol_max_count": 0,
  "die_h_um": 197,
  "ys_types": 96,
  "crit_top_cell": "ha_1",
  "slew_violations": 0,
  "postRouteAntennaNets": 0,
  "pin_count": 64,
  "seq_area_frac_synth_pct": 0,
  "top_area_share_pct": 21.1,
  "postCtsSetupRepairBufs": 0,
  "netlist_instances": 2197,
  "fin_setup_tns_ns": 0,
  "seq_cells": 0,
  "top_cell": "ha_1",
  "diodes": 0,
  "cp-start-kind": "primary input",
  "ys_cells": 2197,
  "overflow": 0,
  "critPathCaptureType": "primary output",
  "hold_depth": 5,
  "initCoreUtil_pct": 40.5,
  "critPathMaxFanout": 19,
  "die_width_um": 197,
  "warnings": 51,
  "hold_viol_final": 0,
  "wire_per_inst_um": 20.2,
  "fin_crit_sh_pct": 78.5,
  "wl_met3_mm": 2.80,
  "arrival_ns": 37.34,
  "clockBufferCount": 0,
  "crit_path_top_delay_cell": "clkdlybuf4s50_1",
  "ctsResizeCount": 0,
  "wirelength_mm": 55.3,
  "finalSetupViolCount": 0,
  "area_growth_pct": 8.51,
  "rsz0062_at_grt": "false",
  "grt_pass1_wl_mm": 85.4,
  "status": "finished clean",
  "core_um2": 37500,
  "ys_warn_count": 1,
  "grt_pass1_vias": 15412,
  "antenna_found_initial": 1,
  "yosys_area_um2": 15200,
  "synthTopCellsByArea": "ha_1 21%, a21oi_1 5.9%, nand2_1 5.6%",
  "dpl.hpwl_mm": 43.3,
  "clock.fmax_mhz": 20.0,
  "common_cells": "256 x ha_1, 227 x nand2_1, 186 x nor2_1, 179 x a21oi_1, 157 x o21ai_0",
  "dieArea_um2": 38800,
  "drt-met1-wl_mm": 25.5,
  "required_ns": 51.04,
  "drt_iter0_markers": 997,
  "route.met2.wl_mm": 25.1,
  "pre_cts_ws_ns": 14.18,
  "grt_max_degree": 37,
  "portBuffers": 64,
  "cpPeakStageDelay_ns": 0.73,
  "hold_class": "primary input to primary output",
  "slew_headroom_pct": 39.0,
  "regArea_um2": 0
}
per-stage QoR:
stage	util (%)	area, µm²	instances	hold WS, ns
2_1_floorplan	-	15200	2197	25.60
3_3_place_gp	44.0	16500	2741	26.74
3_5_place_dp	44.0	16500	2741	26.74
4_1_cts	44.0	16500	2741	26.75
5_1_grt	44.0	16500	2741	26.80
6_report	44.0	16500	2741	26.74
layout make-up:
class                           instances  area (µm²)
Inverter                              112         420
Timing Repair Buffer                  101         918
Tap cell                              511         639
Multi-Input combinational cell       2017       14500
Fill cell                            3898       21000
worst max-delay path: cells and delay by family:
kind / cells / cell delay, ns
xor gates and xnor gates: 13 / 2.22
and+or+nand+nor: 19 / 3.83
buffers and inverters: 6 / 1.57
AOI/OAI and AO/OA: 42 / 10.45
adders and majority gates: 16 / 5.38
muxes: 4 / 1.12
layout by cell type, fill, tap and decap left out, drive strengths merged, types with 15 or more instances in the layout:
cell | netlist | final
or2 | 16 | 16
fa | 15 | 15
nor2b | 32 | 32
buf | 10 | 37
xnor2 | 91 | 91
clkdlybuf4s50 | 0 | 64
o21ai | 168 | 168
nand2b | 37 | 37
o21a | 57 | 57
and2 | 31 | 31
ha | 256 | 256
mux2i | 25 | 25
or3 | 23 | 23
nor3 | 48 | 48
xor2 | 60 | 60
nor2 | 186 | 186
a211oi | 41 | 41
o211ai | 36 | 36
a21o | 66 | 66
o21bai | 16 | 16
a31oi | 42 | 42
o31ai | 25 | 25
mux2 | 48 | 48
a21oi | 181 | 181
and3 | 19 | 19
nand3 | 44 | 44
inv | 110 | 110
nand2 | 227 | 227
cells by family after synthesis:
| logic type | Yosys count | share of synthesized area, % |
|---|---|---|
| simple gates | 709 | 22.1 |
| mux | 73 | 5.20 |
| fa+ha+maj | 271 | 23.0 |
| xor+xnor | 151 | 8.70 |
| compound gates | 813 | 36.5 |
| buf+inv | 180 | 4.50 |
layer usage:
| layer | vias to the layer above | GRT usage (%) |
|---|---|---|
| met3 | 105 | 1.66 |
| met4 | 2 | 8.41 |
| met5 | - | 0 |
| met1 | 7750 | 39.8 |
| met2 | 528 | 47.1 |
| li1 | 8348 | - |
worst paths after layout:
kind | slack, ns | end | from
max | 13.70 | result[28] | b[0]
min | 26.74 | result[9] | b[9]
